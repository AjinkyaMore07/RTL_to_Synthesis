--- /design/flow/config.mk ---
export PLATFORM = sky130hd
export DESIGN_NAME = cla
export DESIGN_NICKNAME = cla
export VERILOG_FILES = /design/flow/design.v
export SDC_FILE = /design/flow/constraint.sdc
export NUM_CORES = 4
export LEC_CHECK = 1
export CORE_AREA = 10 10 70 70
export DIE_AREA = 0 0 80 80
--- /design/flow/constraint.sdc ---
current_design cla

set clk_period 2.9
set clk_io_pct 0.2

create_clock -name clk0 -period $clk_period

set non_clock_inputs [all_inputs -no_clocks]
set_input_delay [expr $clk_period * $clk_io_pct] -clock clk0 $non_clock_inputs
set_output_delay [expr $clk_period * $clk_io_pct] -clock clk0 [all_outputs]
--- /design/flow/design.v ---
module cla(input [3:0] a, b , input cin , output [3:0] sum , output carry);
wire [3:0] cout;
assign cout[0] = (a[0]&b[0]) | ((a[0] | b[0] ) & cin);
assign cout[1] = (a[1] & b[1]) | ((a[1] | b[1]) & (a[0] & b[0])) | ((a[1] | b[1] ) & ((a[0] | b[0] ) & cin));
assign cout[2] = (a[2] & b[2]) | ((b[2] | b[2]) & ((a[1] & b[1]))) | ((b[2] | b[2])  &  ((a[1] | b[1]) & (a[0] & b[0]))) | ((b[2] | b[2])  & ((a[1] | b[1] ) & ((a[0] | b[0] ) & cin)));
assign cout[3] = (a[3] & b[3]) | ((a[3] | b[3]) & (a[2] & b[2])) | ((a[3] | b[3]) & (b[2] | b[2]) & ((a[1] & b[1]))) | ((a[3] | b[3]) & ((b[2] | b[2])  &  ((a[1] | b[1]) & (a[0] & b[0])))) | (((a[3] | b[3])) &  ((b[2] | b[2])  & ((a[1] | b[1] ) & ((a[0] | b[0] ) & cin))));
assign sum = a ^ b ^ {cout[2], cout[1], cout[0], cin};
assign carry = cout[3];
endmodule
--- /design/flow/run.sh ---
#!/bin/bash
# OpenROAD 26Q1-2900-gdf79404cd8, Yosys 0.63+post, stock flow scripts
make -C /OpenROAD-flow-scripts/flow DESIGN_CONFIG=/design/flow/config.mk WORK_HOME=/design/flow/orfs finish
==> flow_summary.json <==
{
  "xor_share_pct": 7.45,
  "grt_busiest_layer": "met2",
  "ys_top_logic_family": "adder cells",
  "cp-start-kind": "input port",
  "syn_area_um2": 235,
  "grtUsageMet3_pct": 0.114,
  "num_rows": 21,
  "rsz0062_at_grt": "false",
  "initCoreUtil_pct": 6.89,
  "slowest_delay_ps": 500,
  "hold_class": "in -> out",
  "ys_sh_mux_pct": 0,
  "finish.instance_area_um2": 484,
  "tool_warnings": 36,
  "wirelength_um": 716,
  "simple_gate_area_share_pct": 23.9,
  "die_h_um": 80,
  "dpl.hpwl_um": 680,
  "layout-drive-gt1-share_pct": 15.4,
  "io_buffers": 14,
  "register_area_um2": 0,
  "holdPathEnd": "sum[2]",
  "final-setup-viol-count": 0,
  "path_class": "in -> out",
  "yosys_warnings": 0,
  "detail-route-antenna-nets": 0,
  "met1_usage_pct": 1.92,
  "ys_cells": 32,
  "crit_slowest_cell": "clkdlybuf4s50_1",
  "placed_cells": 98,
  "stdcell_count": 98,
  "path_cells": "clkdlybuf4s50_1 -> buf_4 -> ha_1 -> nor2_1 -> a211o_1 -> a221oi_2 -> dlygate4sd2_1",
  "hp-start": "a[2]",
  "maxSlewHeadroom_pct": 83.8,
  "first_global_vias": 280,
  "grt_pass1_wl_um": 1140,
  "fillers": 387,
  "min_period_ps": 2820,
  "synth_chip_area_um2": 235,
  "worstPathRequired_ps": 2320,
  "num-clock-buffers": 0,
  "finalClockPeriodUsage_pct": 97.3,
  "via_per_inst": 2.68,
  "leakage_nw": 0.233,
  "drc": 0,
  "utilization_pct": 14.2,
  "track_usage_pct": 2.15,
  "grt_antenna_before_repair": 0,
  "drv_slew": 0,
  "total_power_mw": 0.0681,
  "drv_cap": 0,
  "area_growth_pct": 106,
  "dpl_cell_area_um2": 478,
  "via_count": 263,
  "ys_seq_share_pct": 0,
  "critPathCaptureType": "output port",
  "globalplace.congestion": 0.647,
  "ys_sh_aoi_pct": 11.7,
  "num_io_pins": 14,
  "core_area_um2": 3420,
  "grt_overflow": 0,
  "first_iter_violations": 15,
  "die_w_um": 80,
  "path_max_fanout": 3,
  "cts_setup_buffers": 0,
  "cts_hold_buf": 0,
  "final_common_cell": "clkdlybuf4s50_1",
  "design.seq.count": 0,
  "worstPathArrival_ps": 2240,
  "grt_max_degree": 5,
  "largest_area_cell": "ha_1",
  "fmax_mhz": 354,
  "wire_per_inst_um": 7.31,
  "use_met2_pct": 5.06,
  "ir_drop_mv": 0.0229,
  "adder_share_pct": 45.7,
  "drtPass1Iterations": 4,
  "avgSynthCellArea_um2": 7.35,
  "holdPathStages": 4,
  "tightest_slew_ps": 242,
  "finalHoldViolations": 0,
  "chipArea_um2": 6400,
  "synthCells": 32,
  "power_density_nw_per_um2": 141,
  "final_cell_mix": "clkdlybuf4s50_1, inv_1, ha_1",
  "top_cells_by_area": "ha_1, inv_1, fa_1",
  "synthDistinctLibCells": 13,
  "synth_top_area_share_pct": 37.2,
  "status": "completed",
  "n_antenna_cell": 0
}
==> where the power goes <==
part / internal, mW / total, mW / switching [mW] / leakage [nW]
sequential: 0 / 0 / 0 / 0
clock: 0 / 0 / 0 / 0
combinational: 0.0442 / 0.0681 / 0.0239 / 0.233
==> metrics by stage <==
step | setup TNS, ps | hold WS, ps | worst slack [ps]
after floorplan | 0 | 1260 | 930
after global placement | -394 | 2230 | -244
after detailed placement | -452 | 2240 | -254
after CTS | 0 | 2080 | 25.5
after global routing | 0 | 2100 | 4.18
final | 0 | 2070 | 78.5
==> critical path: cells and delay by family <==
kind	cells	cell delay (ps)
AND-OR/OR-AND	2	560
adder cells (fa/ha/maj)	1	170
buffers and inverters	3	860
AND/OR/NAND/NOR	1	80
==> final cells by class <==
| class | instances | area [um2] | area share [%] |
|---|---|---|---|
| inverter | 7 | 26.3 | 5.43 |
| multi-input combinational | 25 | 219 | 45.2 |
| tap | 46 | 57.6 | 11.9 |
| timing repair buffer | 20 | 181 | 37.5 |
==> Yosys cell counts <==
library cell / n
a211o_1: 1
a21oi_1: 2
a221oi_1: 1
fa_1: 1
ha_1: 7
inv_1: 7
nand2_1: 2
nand2b_1: 2
nand3_1: 1
nor2_1: 3
nor2b_1: 2
nor3b_1: 1
xor2_1: 2
==> metal layers <==
layer | part of all wire (%) | up-vias
li1 | - | 141
met1 | 36 | 120
met2 | 63 | 2
met3 | 1.5 | 0
met4 | 0 | 0
met5 | 0 | -
==> repair_timing <==
action / in CTS / in global routing
pin swaps: 0 / 1
endpoints found under the setup margin: 3 / 1
resized: 4 / 1
hold endpoints to repair: 0 / 0
==> worst max-delay path by stage <==
stage / cells after the start / slack (ps) / end / from
final: 7 / 80 / sum[3] / a[0]
after global routing: 7 / 4 / sum[3] / a[0]
after CTS: 7 / 30 / sum[3] / a[1]
==> logic make-up after synthesis <==
| group | count (synthesis) |
|---|---|
| adders and majority gates | 8 |
| xor gates and xnor gates | 2 |
| and+or+nand+nor | 11 |
| buffers and inverters | 7 |
| AOI/OAI and AO/OA | 4 |
Power figures rest on the tool's default switching activity, not on a simulated workload.
