==> flow/design.v <==
module Top(
    input  [3:0] in1, in2,
    input        clk, reset, load,
    output [3:0] sum,
    output       carry
);
wire FA_sum, FA_carry;   
wire w1, w2, w3;          
shift u1 (
    .in1(in1),
    .in2(in2),
    .clk(clk),
    .reset(reset),
    .load(load),
    .sumin(FA_sum),         
    .dffcarryin(FA_carry),  
    .y1(w1),                
    .y2(w2),                
    .dffcarryout(w3),       
    .sumout(sum)
);
assign {FA_carry, FA_sum} = w1 + w2 + w3;
assign carry = FA_carry;
endmodule
module shift(input [3:0] in1,in2,
	     input reset,
	     	   clk,
		   load,
		   sumin,
		   dffcarryin,
	    output y1,
		   y2,
		   dffcarryout,
	    output [3:0]sumout);
reg [3:0]tempA,tempB;
reg [3:0]sumout_temp;
reg temp1;
always @(posedge clk,posedge reset)
 begin
	if(reset)
	 begin
	   tempA<=0;
	   tempB<=0;
	 end
       else if(load)
	 begin
	   tempA <=in1;
	   tempB <=in2;
	 end
       else
	  begin
	     tempA <= {1'b0, tempA[3:1]};
	     tempB <= {1'b0, tempB[3:1]};
	  end
 end
assign y1 = tempA[0];
assign y2 = tempB[0];
always @(posedge clk , posedge reset)
 begin
   if(reset)
	sumout_temp <=0;
   else 
	begin
		sumout_temp <= sumout_temp >> 1 ;
     		sumout_temp[3]<= sumin;
 	end
 end
assign sumout = sumout_temp;
always @(posedge clk , posedge reset)
begin
	if(reset) 
		temp1<=0;
	else
		temp1<=dffcarryin;
end
assign dffcarryout = temp1;
endmodule
==> flow/run.sh <==
#!/bin/bash
# OpenROAD 26Q1-2900-gdf79404cd8, Yosys 0.63+post, stock flow scripts
make -C /OpenROAD-flow-scripts/flow DESIGN_CONFIG=/design/flow/config.mk WORK_HOME=/design/flow/orfs finish
==> flow/config.mk <==
export PLATFORM = sky130hd
export DESIGN_NAME = Top
export DESIGN_NICKNAME = Top
export VERILOG_FILES = /design/flow/design.v
export SDC_FILE = /design/flow/constraint.sdc
export NUM_CORES = 4
export LEC_CHECK = 1
export CORE_AREA = 10 10 80 80
export DIE_AREA = 0 0 90 90
==> flow/constraint.sdc <==
current_design Top

set clk_period 1.1
set clk_io_pct 0.2

create_clock -name clk0 -period $clk_period [get_ports {clk}]

set non_clock_inputs [all_inputs -no_clocks]
set_input_delay [expr $clk_period * $clk_io_pct] -clock clk0 $non_clock_inputs
set_output_delay [expr $clk_period * $clk_io_pct] -clock clk0 [all_outputs]
==> results.py <==
# Synthesis and PnR figures
metrics = {
    "routing": {
        "post_drt_via_cell_ratio": 2.37,
        "antennaDiodeCount": 0,
        "dr_drc_count": 0,
        "via_count": 272,
        "wire_per_inst_um": 8.11,
        "drtIter0Drc": 6,
        "antenna_violating_nets_post_route": 0,
        "drt_pre_antenna_iters": 2,
        "drt_wl_total_um": 933,
    },
    "power_and_ir_drop": {
        "cellInternalPower_mw": 1.00,
        "clock_network_power_share_pct": 32.5,
        "power.leakage_nw": 0.339,
        "switching_power_mw": 0.246,
        "power.share.switching_pct": 19.7,
        "comb_power_share_pct": 19.8,
        "power_frac_seq_pct": 47.7,
        "irDropWorstVdd_mv": 0.855,
        "power.density_cell_area_mw_per_mm2": 1620,
    },
    "setup_path": {
        "worst-path-max-fanout": 2,
        "crit_path_cell_trace": "fa_2, buf_2",
        "r2r_setup_slack_ns": 0.10,
        "worst-endpoint-required_ns": 0.88,
        "slowest_stage": "sky130_fd_sc_hd__fa_2",
        "cp_slowest_stage_delay_ns": 0.39,
        "cpLargestDelayFamily": "adder cells",
        "worstSetupEndpointType": "output pin",
        "critical_path_depth": 2,
        "setup.worst_path.class": "flop to output pin",
        "worstReg2RegStart": "u1.temp1",
        "setup_crit_start": "u1.temp1",
        "crit-reg2reg-capture": "u1.sumout_temp[3]",
        "critical_path_buf_inv_count": 1,
        "worst-endpoint-arrival_ns": 1.14,
        "cp-start-kind": "flop",
        "r2r_cells": 1,
    },
    "flow_run": {
        "stage_log_warnings": 27,
        "maxCapViolations": 0,
    },
    "clock_tree": {
        "clk_latency_ns": 0.24,
        "path_clk_slew_ns": 0.05,
        "tritoncts": "done",
        "cts_max_path_buffers": 2,
        "cts_buffers": 3,
        "clk_root_buffer_cell": "sky130_fd_sc_hd__clkbuf_8",
        "cts.hold.buffers_added": 0,
        "htree_num_levels": 1,
        "cts.sink_count": 13,
    },
    "placed_design": {
        "globalplace.congestion": 0.714,
        "dp_hpwl_um": 734,
        "place.detailed.instances": 108,
        "buffer_ports.inserted": 15,
    },
    "layout": {
        "final-comb-area_sq_um": 128,
        "flop_area_sq_um": 325,
        "post_route_cells_drive_above_1_share_pct": 39.6,
        "layout_filler_cell_count": 513,
        "areaGrowthSynthToFinish_pct": 66.1,
        "post_layout_nonfiller_instances": 115,
    },
    "synth": {
        "yosys-stat-cells": 24,
        "netlist_instances": 24,
        "yosysWarnings": 1,
        "synth_flop_count": 13,
        "seq_area_frac_synth_pct": 69.9,
        "syn-mean-instance-area_sq_um": 19.4,
        "synth.distinct_cells": 6,
        "synth-area-yosys_sq_um": 465,
        "syn_area_sq_um": 465,
    },
    "timing": {
        "slew_viol_final": 0,
        "worstMarginPinSlew_ns": 0.164,
        "final.period_utilization_pct": 123,
        "final_hold_viols": 0,
        "fin_tns_setup_ns": -0.258,
        "final.setup_skew_ns": 0.00110,
        "timing.final.crit_period_ns": 1.36,
        "rsz_0062_raised_after_global_routing": "yes",
        "maxClockFrequency_ghz": 0.736,
        "timing.max_slew.rel_slack_pct": 89.1,
        "final_critical_path_setup_slack_ns": -0.258,
        "setup_viol_count_final": 1,
    },
    "die": {
        "core_sq_mm": 0.00472,
        "die.size.y_um": 90,
        "chipArea_sq_mm": 0.00810,
        "fp_util_pct": 9.85,
        "die-width_um": 90,
        "io_pins": 16,
        "rows": 25,
    },
    "global_route": {
        "vias_in_the_first_global_route": 296,
        "grt_antenna_before_repair": 0,
        "grt_overflow": 0,
        "grtUsageTotal_pct": 2.23,
        "grt_start_max_net_pins": 14,
        "grt_first_pass_wirelength_mm": 1.41,
    },
    "status": {
        "violations": "negative setup slack",
        "outcome": "complete, but fails checks",
    },
    "min_path": {
        "holdCritPathClass": "input port to async pin",
    },
}
## timing repair
item / 4_1_cts / 5_1_grt
endpoints found under the setup margin: 5 / 3
resized: 8 / 2
setup buffers: 2 / 1
pin swaps: 1 / 1
endpoints found under the hold margin: 0 / 0
cloned: 0 / 0
## power by group through the flow
stage / combinational, mW / sequential (mW) / clock, mW
CTS: 0.220 / 0.595 / 0.423
global route: 0.269 / 0.610 / 0.441
finish: 0.248 / 0.597 / 0.406
## tightest hold or removal path, delay by kind of cell
family,cells,cell delay [ns]
buffers and inverters,3,0.67
## worst max-delay path by stage
| stage | endpoint | slack, ns |
|---|---|---|
| after global routing | carry | -0.31 |
| after CTS | carry | -0.28 |
| final | carry | -0.26 |
## cell families (layout without fill, tap and decap cells)
group	after synthesis	count (layout)	synth area share, %
adder cells (fa/ha/maj)	1	1	4.30
buffers and inverters	2	26	3.22
flip-flops	13	13	69.9
multiplexers	6	6	19.4
AND/OR/NAND/NOR	2	2	3.22
## flip-flops by register name (all words and copies together), names as in the netlist
| register | cells |
|---|---|
| u1.tempB | 4 |
| u1.sumout_temp | 4 |
| u1.temp1 | 1 |
| u1.tempA | 4 |
## per-stage QoR
step / instance area, sq um / hold WS [ns] / setup WS [ns] / power, mW / util [%]
CTS: 763 / 0.281 / -0.275 / 1.24 / 16.2
floorplan: 465 / 0.0970 / 0.122 / 0.645 / -
global route: 773 / 0.331 / -0.305 / 1.32 / 16.4
global placement: 711 / 0.357 / -0.362 / 0.822 / 15.0
finish: 773 / 0.300 / -0.258 / 1.25 / 16.4
detailed placement: 711 / 0.360 / -0.369 / 0.829 / 15.0
## final cells by class
class / instances / area share (%)
Tap cell: 67 / 10.8
Timing Repair Buffer: 21 / 24.3
Clock buffer: 4 / 5.83
Inverter: 1 / 0.485
Sequential cell: 13 / 42.1
Multi-Input combinational cell: 9 / 16.5
## routing by layer
| layer | global-route usage (%) | vias up | wire (um) |
|---|---|---|---|
| met4 | 0.265 | 0 | 0 |
| met2 | 2.30 | 18 | 316 |
| li1 | - | 125 | - |
| met1 | 2.92 | 129 | 442 |
| met5 | 0 | - | 0 |
| met3 | 2.51 | 0 | 174 |
## Yosys cell counts, drive strengths merged
master / count / share of area [%]
inv: 1 / 0.81
mux2: 6 / 19
and2: 2 / 3.2
fa: 1 / 4.3
buf: 1 / 2.4
dfrtp: 13 / 70
## layout by cell type (no fill, tap or decap)
cell type                         count
sky130_fd_sc_hd__buf_2                1
sky130_fd_sc_hd__clkdlybuf4s15_1      2
sky130_fd_sc_hd__dlygate4sd2_1        2
sky130_fd_sc_hd__dfrtp_1             13
sky130_fd_sc_hd__inv_1                1
sky130_fd_sc_hd__clkbuf_1             1
sky130_fd_sc_hd__buf_4                6
sky130_fd_sc_hd__clkdlybuf4s50_1     10
sky130_fd_sc_hd__and2_2               2
sky130_fd_sc_hd__mux2_4               6
sky130_fd_sc_hd__fa_2                 1
sky130_fd_sc_hd__clkbuf_8             3
No activity file was given, so power comes from the tool's default toggle rates.
