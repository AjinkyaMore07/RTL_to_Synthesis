## flow/run.sh

```bash
#!/bin/bash
# OpenROAD 26Q1-2900-gdf79404cd8, Yosys 0.63+post, stock flow scripts
make -C /OpenROAD-flow-scripts/flow DESIGN_CONFIG=/design/flow/config.mk WORK_HOME=/design/flow/orfs finish
```

## flow/config.mk

```make
export PLATFORM = sky130hd
export DESIGN_NAME = ripple_carry_adder
export DESIGN_NICKNAME = ripple_carry_adder
export VERILOG_FILES = /design/flow/design.v
export SDC_FILE = /design/flow/constraint.sdc
export NUM_CORES = 4
export LEC_CHECK = 1
export CORE_AREA = 10 10 70 70
export DIE_AREA = 0 0 80 80
```

## flow/constraint.sdc

```tcl
current_design ripple_carry_adder

set clk_period 3.0
set clk_io_pct 0.2

create_clock -name clk0 -period $clk_period

set non_clock_inputs [all_inputs -no_clocks]
set_input_delay [expr $clk_period * $clk_io_pct] -clock clk0 $non_clock_inputs
set_output_delay [expr $clk_period * $clk_io_pct] -clock clk0 [all_outputs]
```

## flow/design.v

```verilog
module Full_adder(input in1,in2,cin,output s,c);
assign {c,s} = in1+in2+cin;
endmodule
module ripple_carry_adder(input [3:0]a,b, input cin , output [3:0]sum ,output carry );
wire [3:0]cout;
Full_adder g1(a[0],b[0],cin,sum[0],cout[0]);
Full_adder g2(a[1],b[1],cout[0],sum[1],cout[1]);
Full_adder g3(a[2],b[2],cout[1],sum[2],cout[2]);
Full_adder g4(a[3],b[3],cout[2],sum[3],cout[3]);
assign carry = cout[3];
endmodule
```

==> flow_metrics.tcl <==
# flow metrics
set metrics [dict create \
    ys_sh_xor 0 \
    tool_warnings 32 \
    n_clock_buffer 0 \
    die_y_um 80 \
    routed_wl_um 409 \
    top_cells_by_area "fa_1, inv_1, buf_4" \
    remaining_drc_errors 0 \
    min_from "b[3]" \
    aoi_share 0 \
    hpwlAfterDp_um 418 \
    max_cap_violations 0 \
    whs_ns 1.93 \
    n_antenna_cell 0 \
    grt_use_total 0.0118 \
    period_needed_ns 2.87 \
    io_buffers 14 \
    ys_seq_share 0 \
    final-setup-viol-count 0 \
    crit_chain "buf_2 -> inv_2 -> fa_2 -> inv_2 -> fa_2 -> fa_2 -> inv_2 -> fa_1 -> inv_1 -> buf_2" \
    netlist_area_um2 148 \
    largest_area_cell "fa_1" \
    hold_viol_final 0 \
    initCoreUtil 0.0432 \
    setup_ws_ns 0.128 \
    grt_pass1_wl_um 593 \
    hp-class "in2out" \
    fa_ha_area_frac 0.542 \
    logic_family "adder cells" \
    power.leakage_nw 0.143 \
    ys_sh_simple 0 \
    nFillCells 414 \
    stdcell_area_um2 302 \
    holdPathStages 5 \
    placementRows 21 \
    logic_area_um2 87.6 \
    drv_slew 0 \
    place_area_um2 315 \
    synth.top_cell.area_share 0.542 \
    cp_data_required_time_ns 2.40 \
    dp_slack_ns -0.678 \
    ant_nets 0 \
    outcome "finished, final reports clean" \
    drtPass1Iterations 1 \
    mux_share 0 \
    drt_iter0_drc 0 \
    end_kind "output port" \
    crit_path_start_kind "primary input" \
    post_cts_buffers 0 \
    area_growth_syn_to_layout_pct 104 \
    worstMarginPinSlew_ns 0.0962 \
    critical_path_class "in2out" \
    die_w_um 80 \
    crit_fanout 1 \
    regArea_um2 0 \
    ir_drop_mv 0.0304 \
    critPathLaunch "a[0]" \
    finalClockPeriodUsage 0.957 \
    overflow 0 \
    cp_data_arrival_time_ns 2.27 \
    synth_warnings 0 \
    crit_slowest_cell "fa_1" \
    num_io_pins 14 \
    die-area_um2 6400 \
    routed_via_density 1.78 \
    post_drt_wl_per_cell_um 5.53 \
    worst_path_largest_cell_delay_ns 0.40 \
    vias 132 \
    power_density_nw_per_um2 138 \
    yosysCellCount 18 \
    slew_headroom 0.936 \
    routabilityCongestion 0.752 \
    synth.avg_cell_area_um2 8.20 \
    flops 0 \
    drive_above_1_share 0.429 \
    syn_inst 18 \
    antenna_found_initial 0 \
    core_area_um2 3420 \
    fmax_mhz 348 \
    rsz0062_at_grt "no" \
    grt_pass1_vias 152 \
    synth_cell_type_count 3 \
    synth-area-yosys_um2 148 \
    grt_max_degree 2 \
]
## repair_timing
item / CTS / global route
hold buffers: 0 / 0
resized: 23 / 1
endpoints found under the setup margin: 4 / 1
pin swaps: 4 / 2
## area by class of cell
type | instances | share of cell area
Inverter | 10 | 0.124
Timing Repair Buffer | 14 | 0.394
Tap cell | 46 | 0.191
Multi-Input combinational cell | 4 | 0.290
## power by group
part	internal, W	switching (W)
sequential	0	0
clock	0	0
combinational	0.0000273	0.0000142
## placed cells by master, fill, tap and decap left out
cell type        Yosys  routed
buf_2                0       4
clkdlybuf4s50_1      0       6
dlygate4sd2_1        0       3
dlymetal6s2s_1       0       1
fa_1                 4       1
fa_2                 0       3
inv_1               10       5
inv_2                0       5
## cells in the mapped netlist
cell type,number
buf_4,4
fa_1,4
inv_1,10
## final timing paths
path / to / slack [ns]
setup / recovery: sum[3] / 0.13
hold / removal: sum[3] / 1.93
## metrics by stage
step | utilization | TNS [ns] | cells | total power [W]
final | 0.0883 | 0 | 74 | 0.0000415
after CTS | 0.0875 | 0 | 74 | 0.0000436
after detailed placement | 0.0923 | -1.51 | 74 | 0.0000488
after global routing | 0.0883 | 0 | 74 | 0.0000494
after floorplan | - | 0 | 18 | 0.0000229
after global placement | 0.0923 | -1.42 | 74 | 0.0000482
## worst max-delay path, delay by kind of cell
kind	cells	cell delay, ns
adder cells (fa/ha/maj)	4	1.28
buffers and inverters	6	0.39
## per-layer routing
layer  global-route usage  wire (µm)
met1               0.0186        241
met5                    0          0
met4                    0          0
met3              0.00909         84
met2               0.0120         83
## logic make-up after synthesis
kind of cell,count (synthesis)
adder cells (fa/ha/maj),4
buffers and inverters,14
Power figures rest on the tool's default switching activity, not on a simulated workload.
